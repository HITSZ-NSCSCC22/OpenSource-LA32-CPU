[/design/flow/design.v]
module lcd_mux (
        input  logic        pclk,
        input  logic        rst_n,
        input cpu_work,
        input logic cpu_draw,
        input  logic        id_we,              
        input  logic        id_wr,              
        input  logic        id_lcd_rs,
        input  logic [15:0] id_data_o,
        input  logic        id_fm_i,
        input  logic        id_read_color_o,
        input  logic [15:0] init_data,
        input  logic        init_we,
        input  logic        init_wr,
        input  logic        init_rs,
        input  logic        init_work,
        input  logic        init_finish,
        input  logic        init_write_ok_i,
        input  logic        busy_i,
        input  logic        write_color_ok_i,   
        output logic        busy_o,
        output logic        write_color_ok_o,   
        output logic init_write_ok_o,
        output logic [15:0] data_o,
        output logic we_o,
        output logic wr_o,
        output logic lcd_rs_o,   
        output logic id_fm_o,   
        output logic read_color_o   
    );
    assign data_o = (init_finish&&cpu_draw) ? id_data_o : init_data;
    assign we_o = (init_finish&&cpu_draw) ? id_we : init_we;
    assign wr_o = (init_finish&&cpu_draw) ? id_wr : init_wr;
    assign lcd_rs_o = (init_finish&&cpu_draw) ? id_lcd_rs : init_rs;
    assign id_fm_o = (init_finish&&cpu_draw) ? id_fm_i : 0;
    assign read_color_o = (init_finish&&cpu_draw) ? id_read_color_o : 0;
    assign init_write_ok_o = init_finish ? 0 : init_write_ok_i;
    logic delay;
    always_ff @(posedge pclk) begin
        if (~rst_n||~cpu_work)
            delay <= 1;
        else if (init_finish&&cpu_draw)
            delay <= 0;
        else
            delay <= delay;
    end
    assign busy_o = (init_finish&&cpu_draw) ? (delay ? 1 : busy_i) : 1; 
    assign write_color_ok_o = (init_finish&&cpu_draw) ? write_color_ok_i : 0;
endmodule
[/design/flow/run.sh]
#!/bin/bash
# OpenROAD 26Q1-2900-gdf79404cd8, Yosys 0.63+post, stock flow scripts
make -C /OpenROAD-flow-scripts/flow DESIGN_CONFIG=/design/flow/config.mk WORK_HOME=/design/flow/orfs finish
[/design/flow/constraint.sdc]
current_design lcd_mux

set clk_period 2.7
set clk_io_pct 0.2

create_clock -name clk0 -period $clk_period [get_ports {pclk}]

set non_clock_inputs [all_inputs -no_clocks]
set_input_delay [expr $clk_period * $clk_io_pct] -clock clk0 $non_clock_inputs
set_output_delay [expr $clk_period * $clk_io_pct] -clock clk0 [all_outputs]
[/design/flow/config.mk]
export PLATFORM = sky130hd
export DESIGN_NAME = lcd_mux
export DESIGN_NICKNAME = lcd_mux
export VERILOG_FILES = /design/flow/design.v
export SDC_FILE = /design/flow/constraint.sdc
export NUM_CORES = 4
export LEC_CHECK = 1
export CORE_AREA = 10 10 70 70
export DIE_AREA = 0 0 80 80
==> impl_metrics.tcl <==
# yosys + openroad results
set metrics [dict create \
    end_kind "output pin" \
    clk_pin_slew_worst_paths_ns 0 \
    warnings 29 \
    fp_util_pct 11.14 \
    final_core_util_pct 34.21 \
    powerDensity_nw_per_um2 157.6 \
    grt_pass1_vias 608 \
    ys_seq_share_pct 5.263 \
    most_common_cell "mux2_4" \
    place_hpwl_mm 2.092 \
    start_kind "input pin" \
    drt_iter0_markers 1 \
    cp_top_family "buffers and inverters" \
    maxCapViolations 0 \
    dpl_cell_area_um2 1166 \
    sw_frac_of_total_pct 16.47 \
    reg2reg_from "delay" \
    worst-path-buf-inv 3 \
    worst-endpoint-arrival_ns 2.04 \
    num_antenna_cells 0 \
    fmax_mhz 388.0 \
    area_delta_synth_final_pct 207.2 \
    cts-resized-gates 0 \
    p_switching_mw 0.03033 \
    critPathKind "in -> out" \
    io_buffers 71 \
    die_h_um 80 \
    avgViaCountPerCell 3.435 \
    core_area_um2 3416 \
    tns_ns 0 \
    max_slew_margin_pct 89.11 \
    insertion_delay_ns 0 \
    slowest_stage "clkdlybuf4s50_1" \
    power_frac_comb_pct 91.4 \
    seq_power_share_pct 8.6 \
    die_area_um2 6400 \
    dominantRegCellSynth "dfxtp_1" \
    synth-edff-count 0 \
    worst_ep_required_time_ns 2.16 \
    grt.total_usage_pct 6.012 \
    area_leaders "mux2_4 (71%), and3_2 (5.9%), buf_6 (5.9%), dfxtp_1 (5.3%), mux2_2 (3.0%)" \
    rsz0062_at_grt "no" \
    yosysWarningCount 1 \
    crit_top_cell "clkdlybuf4s50_1" \
    syn_area_per_cell_um2 12.68 \
    critPathLaunch "cpu_draw" \
    fin_skew_ns 0 \
    antenna_found_initial 0 \
    num_io_pins 73 \
    layout_min_cycle_time_ns 2.577 \
    min-delay-path-class "reg -> reg" \
    p_int_mw 0.1538 \
    grt_overflow_total 0 \
    drcViolationCount 0 \
    drt-total-wl_mm 2.095 \
    drtPass1Iterations 2 \
    worst_ir_drop_vdd_mv 0.08463 \
    slowest_delay_ns 0.51 \
    synthCells 30 \
    gp_congestion 0.7569 \
    die_w_um 80 \
    cts_hold_buf 0 \
    hold_viol 0 \
    largest_register "delay" \
    row_count 21 \
    clkPwrFrac_pct 0 \
    hp-start "delay" \
    leakagePower_nw 0.5075 \
    path_cells "clkdlybuf4s50_1, nand2_2, buf_12, or3_1, clkdlybuf4s50_1" \
    grt_max_degree 12 \
    ys_ff 1 \
    top_regs "delay x1" \
    yosysChipArea_um2 380.4 \
    drive_gt1_share_pct 26.73 \
    setup_violations 0 \
    wl_per_cell_um 14.25 \
    async_flop_share_pct 0 \
    yosys-top-cells-count "mux2_4 (18), and3_2 (3), buf_6 (2)" \
    via_count 505 \
    ys_types 10 \
    cts_setup_buffers 0 \
    worst_slew_pin_slew_ns 0.1630 \
    status "finished, final reports clean" \
    largest_reg_flops 1 \
    top_area_share_pct 71.05 \
    min_period_over_period_pct 95.46 \
    ys_cells 30 \
    crit_fanout 11 \
    top_area_cell "mux2_4" \
    fin_area_um2 1169 \
    grt_pass1_wl_mm 3.111 \
    netlist_area_um2 380.4 \
    antenna_left 0 \
    slew_viol_final 0 \
]
final timing paths:
path              endpoint  slack (ns)  cells after the start
setup reg to reg     delay        2.12                      1
hold reg to reg      delay        0.45                      1
hold / removal       delay        0.45                      1
setup / recovery    busy_o        0.12                      5
routing by layer:
layer	up-vias	GRT usage [%]	wire, um
li1	254	-	-
met3	0	2.841	278
met4	0	0	0
met2	33	11.96	1146
met5	-	0	0
met1	218	5.692	669
stage by stage:
step                      power, mW  cells  setup WS (ns)  hold WS [ns]
after floorplan             0.06102     30          1.088        0.4271
after global placement       0.1874    147        0.08424        0.4372
after detailed placement     0.1886    147        0.06766        0.4429
after CTS                    0.1888    147        0.06475        0.4429
after global routing         0.1962    147        0.02931        0.4498
final                        0.1842    147         0.1225        0.4455
final cells by class:
class,count,area (um^2)
fillers,351,2247
repair buffers,73,753.2
multi-input cells,27,337.8
well taps,46,57.56
flip-flops and latches,1,20.02
cell usage in the layout, fill, tap and decap left out, types with 2 or more instances in the layout:
master / count
clkdlybuf4s50_1: 70
and3_2: 3
mux2_4: 18
buf_12: 2
kinds of logic after synthesis:
family | after synthesis | synth area share [%]
AND-OR/OR-AND | 1 | 2.303
buffers and inverters | 2 | 5.921
flip-flops | 1 | 5.263
multiplexers | 19 | 74.01
AND/OR/NAND/NOR | 7 | 12.50
power groups by stage:
| stage | clock network, mW | logic [mW] | registers (mW) |
|---|---|---|---|
| CTS | 0 | 0.173 | 0.0158 |
| global route | 0 | 0.180 | 0.0158 |
| finish | 0 | 0.168 | 0.0158 |
Power is estimated from default activity; no workload was simulated.
