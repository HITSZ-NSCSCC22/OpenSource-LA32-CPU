`flow/config.mk`:
```
export PLATFORM = sky130hd
export DESIGN_NAME = lcd_core
export DESIGN_NICKNAME = lcd_core
export VERILOG_FILES = /design/flow/design.v
export SDC_FILE = /design/flow/constraint.sdc
export NUM_CORES = 4
export LEC_CHECK = 1
export CORE_AREA = 10 10 112 112
export DIE_AREA = 0 0 122 122
```
`flow/constraint.sdc`:
```
current_design lcd_core

set clk_period 4.1
set clk_io_pct 0.2

create_clock -name clk0 -period $clk_period [get_ports {pclk}]

set non_clock_inputs [all_inputs -no_clocks]
set_input_delay [expr $clk_period * $clk_io_pct] -clock clk0 $non_clock_inputs
set_output_delay [expr $clk_period * $clk_io_pct] -clock clk0 [all_outputs]
```
`flow/design.v`:
```
module lcd_core (
        input logic pclk,
        input logic rst_n,
        input logic init_finish,
        output logic init_main,
        output logic [31:0]touch_reg,
        output logic cpu_work, 
        output logic cpu_draw, 
        input   logic touch_flag, 
        input   logic release_flag,  
        input   logic [31:0] coordinate,   
        output  logic enable 
    );
    logic [15:0] cx;
    assign cx= {coordinate[23:16],coordinate[31:24]};
    logic [15:0] cy;
    assign cy= {coordinate[7:0],coordinate[15:8]};
    assign touch_reg={release_flag|touch_flag,{11{1'b0}},cx[9:0],cy[9:0]}; 
    logic touch_valid;
    logic [31:0]count;
    always_ff @(posedge pclk) begin
        if(~rst_n)
            touch_valid<=1;
        else if(release_flag)
            touch_valid<=0;
        else if(count>=32'd1000_0000)
            touch_valid<=1;
        else
            touch_valid<=touch_valid;
    end
    logic flag;
    assign flag=(count>=32'd1000_0000)?1:0;
    always_ff @(posedge pclk) begin
        if(~rst_n)
            count<=0;
        else if(touch_valid||flag)
            count<=0;
        else if(touch_valid==0)
            count<=count+1;
        else
            count<=count;
    end
    enum int{
             IDLE,
             INITIAL,
             MAIN,
             GAME
         } core_state;
    always_ff @(posedge pclk) begin
        if(~rst_n) begin
            enable<=0;
            init_main<=0;
            core_state<=IDLE;
            cpu_draw<=0;
            cpu_work<=0;
        end
        else begin
            case(core_state)
                IDLE: begin
                    core_state<=INITIAL;
                    enable<=0;
                    init_main<=0;
                    cpu_draw<=0;
                    cpu_work<=0;
                end
                INITIAL: begin
                    if(init_finish) begin
                        enable<=1;
                        core_state<=MAIN;
                        cpu_work<=1;
                    end
                    cpu_draw<=0;
                    init_main<=0;
                end
                MAIN: begin
                    if(touch_valid&&release_flag&&cx>=16'h3C&&cx<=16'hD1&&cy>=16'h46&&cy<=16'h171) begin
                        core_state<=GAME;
                        cpu_draw<=1;
                        init_main<=0;
                    end
                    else if(touch_valid&&release_flag&&cx>=16'h10E&&cx<=16'h1A3&&cy>=16'h46&&cy<=16'h171) begin
                        core_state<=INITIAL;
                        cpu_draw<=0;
                        init_main<=1; 
                    end
                    else if(touch_valid&&release_flag&&cx>=16'h3C&&cx<=16'hD1&&cy>=16'h1AE&&cy<=16'h2D9) begin
                        core_state<=GAME;
                        cpu_draw<=1;
                        init_main<=0;
                    end
                    else if(touch_valid&&release_flag&&cx>=16'h10E&&cx<=16'h1A3&&cy>=16'h1AE&&cy<=16'h2D9) begin
                        core_state<=GAME;
                        cpu_draw<=1;
                        init_main<=0;
                    end
                end
                GAME: begin
                    if(touch_valid&&release_flag&&cx>=16'h28&&cx<=16'h1B7&&cy>=16'h28&&cy<=16'h2f7) begin
                        core_state<=INITIAL;
                        init_main<=1;
                        cpu_draw<=0;
                        cpu_work<=0;
                    end
                    else begin
                        core_state<=core_state;
                        init_main<=0;
                    end
                end
                default: begin
                    enable<=0;
                    init_main<=0;
                    core_state<=IDLE;
                    cpu_draw<=0;
                    cpu_work<=0;
                end
            endcase
        end
    end
endmodule
```
`flow/run.sh`:
```
#!/bin/bash
# OpenROAD 26Q1-2900-gdf79404cd8, Yosys 0.63+post, stock flow scripts
make -C /OpenROAD-flow-scripts/flow DESIGN_CONFIG=/design/flow/config.mk WORK_HOME=/design/flow/orfs finish
```
==> summary.rpt <==
=== SYNTHESIS / PLACE & ROUTE SUMMARY ===
----------------------------------------------------
[Synthesis]
  Yosys stat chip area ........................ 2320 µm²
  Cell count in the Yosys report ........................ 258
  Post-Syn Area ........................ 2320 µm²
  Post-synth regs ........................ 41
  Synth Seq Share ........................ 35.4%
  Total of warnings raised by yosys ........................ 1
  Post-synthesis average cell area ........................ 8.98 µm²
  Synth async-reset ratio ........................ 0%
  Cells after synthesis ........................ 258
  Count of library flops with an enable pin ........................ 0
  Unique masters post-synth ........................ 52
  Most instantiated flip-flop cell in the synthesis netlist ........................ dfxtp_1

[Final timing]
  PnR worst setup slack ........................ 1.28 ns
  Worst-margin pin slew ........................ 0.525 ns
  Worst Skew ........................ 0.00354 ns
  RSZ-0062 raised after global routing ........................ no
  Top achievable clock speed ........................ 0.354 GHz
  Relative slew slack ........................ 64.9%
  Final tally of hold violations ........................ 0
  Number of slew-limit violations in the final report ........................ 0
  Final worst-path cycle share ........................ 68.8%
  Final setup violation count ........................ 0
  Post-layout minimum cycle time ........................ 2.82 ns
  Final hold slack ........................ 0.464 ns
  Post-route setup TNS ........................ 0 ns

[Layout]
  Fraction of layout instances using a drive strength above 1 ........................ 13.4%
  Tally of filler cells in the layout ........................ 1042
  Final cell count without fillers ........................ 442
  Final Cell Area ........................ 2970 µm²
  Area grow syn2layout ........................ 28.1%
  Final core utilization ........................ 29.0%

[Clocking]
  Buffer depth of the longest clock path ........................ 2
  Buffer count from post-CTS setup fixing ........................ 0
  Sink count of the clock tree ........................ 41
  Count of H-tree levels built during CTS ........................ 2
  Post-CTS resize count ........................ 0
  CTS clock-pin slew for the worst setup and hold paths ........................ 0.07 ns
  Clock latency reported for the late side of the worst-skew pair ........................ 0.28 ns
  Cts bufs inserted ........................ 5
  Number of buffers inserted by hold repair at cts ........................ 0
  Clock tree from TritonCTS ........................ built
  Clock root cell ........................ clkbuf_8

[Placed design]
  Detailed-placement wirelength estimate ........................ 3940 µm
  Routability congestion estimate ........................ 0.825
  Count of input and output buffers ........................ 59
  Place WS ........................ 1.19 ns
  Placement Cell Area ........................ 2870 µm²
  Instance count after placement with tap cells included ........................ 434

[Setup path]
  Cell chain of the critical path ........................ clkdlybuf4s50_1 > or2_2 > clkdlybuf4s50_1
  Max stage delay cell, worst path ........................ clkdlybuf4s50_1
  Type of the setup path with the least slack ........................ input port to primary output
  Worst setup path startpoint ........................ release_flag
  Setup crit start kind ........................ input port
  Number of buffers and inverters on the critical path ........................ 2
  CP peak stage delay ........................ 0.46 ns
  Crit path DRT ........................ 3.28 ns
  Delay-heaviest family, CP ........................ buffers and inverters
  Kind of end point of the critical path ........................ primary output
  Endpoint arrival time on the critical path ........................ 2.00 ns
  Critical Path Most Common Cell ........................ clkdlybuf4s50_1
  Reg2Reg Launch Point ........................ count[12]
  Slack of the worst reg-to-reg path ........................ 2.10 ns
  Highest fanout seen on the critical path ........................ 3

[Power and ir drop]
  Maximum vdd ir drop ........................ 0.101 mV
  Leakage dissipation ........................ 1.04 nW
  Cell area power density ........................ 267 nW/µm²
  Post-route total power ........................ 0.792 mW

[GRT]
  Initial antenna violation count ........................ 0
  Pin count of the biggest net entering global routing ........................ 26
  Global routing usage summed across all routing layers ........................ 6.34%
  Wire length of the first global-routing pass ........................ 8020 µm
  Vias in the first global route ........................ 1715
  Total congestion overflow ........................ 0

[Detailed routing]
  Via-to-Cell Ratio ........................ 4.24
  Vias ........................ 1874
  Tally of nets with antenna violations remaining after routing ........................ 0
  Total detailed-routing wirelength ........................ 5030 µm
  DR iter-0 viols ........................ 128
  Average wire per cell in the routed design ........................ 11.4 µm
  DRC violation count after routing ........................ 0
  First-pass iteration count of the detailed router ........................ 4
  Ant. Diodes ........................ 0

[Worst hold path]
  Hold WC Path Type ........................ register to register
  Startpoint of the most critical hold path ........................ cpu_work

[Run status]
  Status ........................ complete, no violations

[Floorplanning]
  Starting Density ........................ 22.6%
  Row Count ........................ 37
  Horizontal die dimension ........................ 122 µm
  Number of placed I/O pins ........................ 73
  Core region area ........................ 10200 µm²
  Die y size ........................ 122 µm
  Chip area ........................ 14900 µm²

[Run]
  Tool Warnings ........................ 27
  Count of maximum capacitance violations ........................ 0

----------------------------------------------------
## power by group
part | internal (mW) | switching [mW] | leakage [nW]
Combinational | 0.0630 | 0.0380 | 0.652
Sequential | 0.406 | 0.00512 | 0.335
Clock | 0.152 | 0.127 | 0.0542
Total | 0.621 | 0.170 | 1.04
## sequential cells by signal, indices dropped and copies added (netlist names)
signal,count
cpu_work,1
init_main,1
cpu_draw,1
enable,1
touch_valid,1
core_state,4
count,32
## per-layer routing
| metal | vias up | part of all wire (%) | GRT usage [%] |
|---|---|---|---|
| li1 | 963 | - | - |
| met1 | 840 | 47 | 8.99 |
| met2 | 66 | 41 | 9.56 |
| met3 | 5 | 9.8 | 1.83 |
| met4 | 0 | 1.7 | 1.04 |
| met5 | - | 0 | 0 |
## worst register-to-register path: stages, from the launching register on
cell      delay, ns
dfxtp_1        0.37
a211o_1        0.32
o21ai_2        0.16
a21oi_2        0.09
o31ai_4        0.21
nand4_4        0.45
a21boi_0       0.27
## cells by family (layout without fill, tap and decap cells)
family	after synthesis	after routing	synth area share (%)
simple gates	111	111	27.5
mux	2	2	0.864
other cells	1	19	0.162
buf+inv	43	73	13.0
xor+xnor	21	21	7.94
flops	41	41	35.4
compound gates	37	37	14.0
fa+ha+maj	2	2	1.08
## Yosys cell counts, drive strengths merged, types with 2 or more instances
cell    count  area share, %
inv         6           0.97
a31o        3            1.1
buf        36             12
nor4        6            2.3
and4        5            1.9
nand2      16            2.6
nor2       40            8.3
xor2       15            5.7
nand3      14            3.2
nor2b       3           0.81
o21ai       6            1.5
and3b       2           0.76
mux2i       2           0.86
a31oi       4            1.1
xnor2       6            2.3
o21a        2           0.65
ha          2            1.1
nand4       5            2.0
a21oi       3           0.81
dfxtp      41             35
o31a        3            1.1
a32o        3            1.4
o211ai      2           0.65
and3        8            2.2
a211o       2           0.76
nor3        8            1.7
## placed cells by master, fill, tap and decap left out, types with 5 or more instances in the layout
master           instances
clkdlybuf4s50_1         59
dfxtp_1                 41
nor2_1                  23
conb_1                  19
nor2_2                  17
nand2_1                 16
xor2_1                  15
nand3_1                 13
nor3_1                   8
and3_1                   7
clkbuf_8                 7
inv_1                    6
xnor2_1                  6
o21ai_0                  5
nor4_1                   5
## path summary, 6_finish.rpt
path,depth (start not counted),end
worst max-delay path,3,touch_reg[31]
worst min register to register,1,cpu_work
worst max register to register,6,touch_valid
worst min-delay path,1,cpu_work
## area by class of cell
type,instances,area [µm²],share of cell area (%)
clock inverter,1,5.00,0.169
sequential,41,821,27.7
inverter,6,22.5,0.759
clock buffer,7,96.3,3.25
timing repair buffer,59,591,19.9
tap,136,170,5.73
multi-input combinational,192,1260,42.5
Power figures rest on the tool's default switching activity, not on a simulated workload.
