--- flow/config.mk ---
export PLATFORM = sky130hd
export DESIGN_NAME = lcd_id
export DESIGN_NICKNAME = lcd_id
export VERILOG_FILES = /design/flow/design.v
export SDC_FILE = /design/flow/constraint.sdc
export NUM_CORES = 4
export LEC_CHECK = 1
export CORE_UTILIZATION = 30
--- flow/constraint.sdc ---
current_design lcd_id

set clk_period 10.0
set clk_io_pct 0.2

create_clock -name clk0 -period $clk_period [get_ports {pclk}]

set non_clock_inputs [all_inputs -no_clocks]
set_input_delay [expr $clk_period * $clk_io_pct] -clock clk0 $non_clock_inputs
set_output_delay [expr $clk_period * $clk_io_pct] -clock clk0 [all_outputs]
--- flow/design.v ---
module lcd_id (
        input logic pclk,
        input logic rst_n,
        input logic write_lcd_i,
        input logic [31:0] lcd_addr_i,
        input logic [31:0] lcd_data_i,
        input logic refresh_i,
        input logic refresh_rs_i,
        input logic [31:0] buffer_data_i,
        input logic [31:0] buffer_addr_i,
        input logic data_valid,
        input logic [31:0] graph_size_i,
        input logic char_color_i,
        input logic char_rs_i,
        output logic write_ok,
        output logic we,   
        output logic wr,   
        output logic lcd_rs,
        output logic [15:0] data_o,
        output logic id_fm,
        output logic read_color_o,
        input logic busy,
        input logic write_color_ok,
        input logic cpu_work,
        output [31:0]debug_current_state,
        output [31:0]debug_next_state
    );
    enum int {
             IDLE,
             READ_ID,
             SCAN_INST,
             SCAN_DATA,
             SC_INST1,     
             SC_DATA1,
             SC_INST2,     
             SC_DATA2,
             EC_INST1,
             EC_DATA1,
             EC_INST2,
             EC_DATA2,
             SP_INST1,
             SP_DATA1,
             SP_INST2,
             SP_DATA2,
             EP_INST1,
             EP_DATA1,
             EP_INST2,
             EP_DATA2,
             COLOR_INST,
             COLOR_DATA,
             READ_COLOR,
             REFRESH,
             CHAR
         }
         current_state, next_state;
    logic [31:0] graph_size;
    logic [31:0] lcd_data;
    logic [31:0] lcd_addr;
    logic write_lcd;
    logic delay;   
    logic refresh;
    logic refresh_rs;
    logic char_rs;
    logic char_color;
    always_ff @(posedge pclk) begin 
        if (~rst_n||~cpu_work)
            delay <= 0;
        else if (current_state != next_state)
            delay <= 1;
        else
            delay <= 0;
    end
    always_ff @(posedge pclk) begin
        if (~rst_n||~cpu_work) begin
            lcd_data   <= 0;
            lcd_addr   <= 0;
            graph_size <= 0;
            refresh_rs<=0;
            char_rs<=0;
        end
        else if (write_lcd_i) begin
            lcd_data   <= lcd_data_i;
            lcd_addr   <= lcd_addr_i;
            graph_size <= graph_size_i;
            refresh_rs<=refresh_rs_i;
            char_rs<=char_rs_i;
        end
        else begin
            lcd_data   <= lcd_data;
            lcd_addr   <= lcd_addr;
            graph_size <= graph_size;
            refresh_rs<=refresh_rs;
            char_rs<=char_rs;
        end
    end
    always_ff @(posedge pclk) begin
        if (~rst_n||~cpu_work) begin
            write_lcd <= 0;
            refresh<=0;
            char_color<=0;
        end
        else begin
            write_lcd <= write_lcd_i;
            refresh<=refresh_i;
            char_color<=char_color_i;
        end
    end
    logic [7:0] opcode;
    assign opcode = lcd_data[31:24];
    logic [7:0] op1;
    assign op1 = lcd_data[23:16];
    logic [15:0] data;
    assign data = lcd_data[15:0];
    logic [7:0] coordinate_h;
    assign coordinate_h = lcd_data[15:8];   
    logic [7:0] coordinate_l;
    assign coordinate_l = lcd_data[7:0];   
    logic [31:0] draw_counter;
    always_ff @(posedge pclk) begin
        if (~rst_n||~cpu_work)
            draw_counter <= 0;
        else if (next_state == IDLE)
            draw_counter <= 0;
        else if (next_state == COLOR_DATA && write_color_ok)
            draw_counter <= draw_counter + 1;
        else
            draw_counter <= draw_counter;
    end
    always_ff @(posedge pclk) begin
        if (~rst_n||~cpu_work)
            current_state <= IDLE;
        else
            current_state <= next_state;
    end
    always_comb begin
        case (current_state)
            IDLE: begin
                if (write_lcd&&(~refresh)&&(~char_color)) begin
                    case (opcode)
                        8'hDA, 8'hDB, 8'hDC:
                            next_state = READ_ID;
                        8'h36:
                            next_state = SCAN_INST;
                        8'h2A: begin
                            if (op1 == 8'h00)
                                next_state = SC_INST1;
                            else if (op1 == 8'h02)
                                next_state = EC_INST1;
                            else
                                next_state = IDLE;
                        end
                        8'h2B: begin
                            if (op1 == 8'h00)
                                next_state = SP_INST1;
                            else if (op1 == 8'h02)
                                next_state = EP_INST1;
                            else
                                next_state = IDLE;
                        end
                        8'h2C:
                            next_state = COLOR_INST;
                        8'h2E:
                            next_state = READ_COLOR;
                        default:
                            next_state = IDLE;
                    endcase
                end
                else if(write_lcd&&refresh) begin
                    next_state=REFRESH;
                end
                else if(write_lcd&&char_color)
                    next_state=CHAR;
                else
                    next_state = IDLE;
            end
            READ_ID: begin
                if (busy || delay)
                    next_state = READ_ID;
                else
                    next_state = IDLE;
            end
            SCAN_INST: begin
                if (busy || delay)
                    next_state = SCAN_INST;
                else
                    next_state = SCAN_DATA;
            end
            SCAN_DATA: begin
                if (busy || delay)
                    next_state = SCAN_DATA;
                else
                    next_state = IDLE;
            end
            SC_INST1: begin
                if (busy || delay)
                    next_state = SC_INST1;
                else
                    next_state = SC_DATA1;
            end
            SC_DATA1: begin
                if (busy || delay)
                    next_state = SC_DATA1;
                else
                    next_state = SC_INST2;
            end
            SC_INST2: begin
                if (busy || delay)
                    next_state = SC_INST2;
                else
                    next_state = SC_DATA2;
            end
            SC_DATA2: begin
                if (busy || delay)
                    next_state = SC_DATA2;
                else
                    next_state = IDLE;
            end
            EC_INST1: begin
                if (busy || delay)
                    next_state = EC_INST1;
                else
                    next_state = EC_DATA1;
            end
            EC_DATA1: begin
                if (busy || delay)
                    next_state = EC_DATA1;
                else
                    next_state = EC_INST2;
            end
            EC_INST2: begin
                if (busy || delay)
                    next_state = EC_INST2;
                else
                    next_state = EC_DATA2;
            end
            EC_DATA2: begin
                if (busy || delay)
                    next_state = EC_DATA2;
                else
                    next_state = IDLE;
            end
            SP_INST1: begin
                if (busy || delay)
                    next_state = SP_INST1;
                else
                    next_state = SP_DATA1;
            end
            SP_DATA1: begin
                if (busy || delay)
                    next_state = SP_DATA1;
                else
                    next_state = SP_INST2;
            end
            SP_INST2: begin
                if (busy || delay)
                    next_state = SP_INST2;
                else
                    next_state = SP_DATA2;
            end
            SP_DATA2: begin
                if (busy || delay)
                    next_state = SP_DATA2;
                else
                    next_state = IDLE;
            end
            EP_INST1: begin
                if (busy || delay)
                    next_state = EP_INST1;
                else
                    next_state = EP_DATA1;
            end
            EP_DATA1: begin
                if (busy || delay)
                    next_state = EP_DATA1;
                else
                    next_state = EP_INST2;
            end
            EP_INST2: begin
                if (busy || delay)
                    next_state = EP_INST2;
                else
                    next_state = EP_DATA2;
            end
            EP_DATA2: begin
                if (busy || delay)
                    next_state = EP_DATA2;
                else
                    next_state = IDLE;
            end
            COLOR_INST: begin
                if (busy || delay)
                    next_state = COLOR_INST;
                else
                    next_state = COLOR_DATA;
            end
            COLOR_DATA: begin
                if (busy || delay)
                    next_state = COLOR_DATA;
                else if (draw_counter < graph_size)
                    next_state = COLOR_DATA;
                else
                    next_state = IDLE;
            end
            READ_COLOR: begin
                if (busy || delay)
                    next_state = READ_COLOR;
                else
                    next_state = IDLE;
            end
            REFRESH: begin
                if (busy || delay)
                    next_state = REFRESH;
                else
                    next_state = IDLE;
            end
            CHAR: begin
                if (busy || delay)
                    next_state = CHAR;
                else
                    next_state = IDLE;
            end
            default: begin
                next_state = IDLE;
            end
        endcase
    end
    always_ff @(posedge pclk) begin
        if (~rst_n||~cpu_work) begin
            write_ok <= 1;
            we <= 0;
            wr <= 0;
            lcd_rs <= 0;
            data_o <= 0;
            id_fm <= 0;
            read_color_o <= 0;
        end
        else begin
            case (next_state)
                IDLE: begin
                    write_ok <= 1;
                    we <= 0;
                    wr <= 0;
                    lcd_rs <= 0;
                    data_o <= 0;
                    id_fm <= 0;
                    read_color_o <= 0;
                end
                READ_ID: begin
                    write_ok <= 0;
                    we <= 1;
                    wr <= 0;
                    lcd_rs <= 0;
                    data_o <= {opcode, {8{1'b0}}};
                    id_fm <= 0;
                    read_color_o <= 0;
                end
                SCAN_INST: begin
                    write_ok <= 0;
                    we <= 1;
                    wr <= 1;
                    lcd_rs <= 0;
                    data_o <= {opcode, {8{1'b0}}};
                end
                SCAN_DATA: begin
                    write_ok <= 0;
                    we <= 1;
                    wr <= 1;
                    lcd_rs <= 1;
                    data_o <= data;
                end
                SC_INST1: begin
                    write_ok <= 0;
                    we <= 1;
                    wr <= 1;
                    lcd_rs <= 0;
                    data_o <= {opcode, {8{1'b0}}};
                end
                SC_DATA1: begin
                    write_ok <= 0;
                    we <= 1;
                    wr <= 1;
                    lcd_rs <= 1;
                    data_o <= {{8{1'b0}}, coordinate_h};
                end
                SC_INST2: begin
                    write_ok <= 0;
                    we <= 1;
                    wr <= 1;
                    lcd_rs <= 0;
                    data_o <= {opcode, {8'h01}};
                end
                SC_DATA2: begin
                    write_ok <= 0;
                    we <= 1;
                    wr <= 1;
                    lcd_rs <= 1;
                    data_o <= {{8'h00}, coordinate_l};
                end
                EC_INST1: begin
                    write_ok <= 0;
                    we <= 1;
                    wr <= 1;
                    lcd_rs <= 0;
                    data_o <= {opcode, {8'h02}};
                end
                EC_DATA1: begin
                    write_ok <= 0;
                    we <= 1;
                    wr <= 1;
                    lcd_rs <= 1;
                    data_o <= {{8{1'b0}}, coordinate_h};
                end
                EC_INST2: begin
                    write_ok <= 0;
                    we <= 1;
                    wr <= 1;
                    lcd_rs <= 0;
                    data_o <= {opcode, {8'h03}};
                end
                EC_DATA2: begin
                    write_ok <= 0;
                    we <= 1;
                    wr <= 1;
                    lcd_rs <= 1;
                    data_o <= {{8'h00}, coordinate_l};
                end
                SP_INST1: begin
                    write_ok <= 0;
                    we <= 1;
                    wr <= 1;
                    lcd_rs <= 0;
                    data_o <= {opcode, {8{1'b0}}};
                end
                SP_DATA1: begin
                    write_ok <= 0;
                    we <= 1;
                    wr <= 1;
                    lcd_rs <= 1;
                    data_o <= {{8{1'b0}}, coordinate_h};
                end
                SP_INST2: begin
                    write_ok <= 0;
                    we <= 1;
                    wr <= 1;
                    lcd_rs <= 0;
                    data_o <= {opcode, {8'h01}};
                end
                SP_DATA2: begin
                    write_ok <= 0;
                    we <= 1;
                    wr <= 1;
                    lcd_rs <= 1;
                    data_o <= {{8'h00}, coordinate_l};
                end
                EP_INST1: begin
                    write_ok <= 0;
                    we <= 1;
                    wr <= 1;
                    lcd_rs <= 0;
                    data_o <= {opcode, {8'h02}};
                end
                EP_DATA1: begin
                    write_ok <= 0;
                    we <= 1;
                    wr <= 1;
                    lcd_rs <= 1;
                    data_o <= {{8{1'b0}}, coordinate_h};
                end
                EP_INST2: begin
                    write_ok <= 0;
                    we <= 1;
                    wr <= 1;
                    lcd_rs <= 0;
                    data_o <= {opcode, {8'h03}};
                end
                EP_DATA2: begin
                    write_ok <= 0;
                    we <= 1;
                    wr <= 1;
                    lcd_rs <= 1;
                    data_o <= {{8'h00}, coordinate_l};
                end
                COLOR_INST: begin
                    write_ok <= 0;
                    we <= 1;
                    wr <= 1;
                    lcd_rs <= 0;
                    data_o <= {opcode, {8'h00}};
                end
                COLOR_DATA: begin
                    write_ok <= 0;
                    we <= 1;
                    wr <= 1;
                    lcd_rs <= 1;
                    data_o <= data;
                end
                READ_COLOR: begin
                    write_ok <= 0;
                    we <= 1;
                    wr <= 0;
                    lcd_rs <= 0;
                    data_o <= {opcode, {8'h00}};
                    id_fm <= 1;
                    read_color_o <= 1;
                end
                REFRESH: begin
                    write_ok <= 0;
                    we <= 1;
                    wr <= 1;
                    lcd_rs <= refresh_rs;
                    data_o <= lcd_data[15:0];
                end
                CHAR: begin
                    write_ok <= 0;
                    we <= 1;
                    wr <= 1;
                    lcd_rs <= char_rs;
                    data_o <= lcd_data[15:0];
                end
                default: begin
                    write_ok <= 1;
                    we <= 0;
                    wr <= 0;
                    lcd_rs <= 0;
                    data_o <= 0;
                    id_fm <= 0;
                    read_color_o <= 0;
                end
            endcase
        end
    end
    assign debug_current_state=current_state;
    assign debug_next_state=next_state;
endmodule
--- flow/run.sh ---
#!/bin/bash
# OpenROAD 26Q1-2900-gdf79404cd8, Yosys 0.63+post, stock flow scripts
make -C /OpenROAD-flow-scripts/flow DESIGN_CONFIG=/design/flow/config.mk WORK_HOME=/design/flow/orfs finish
==> results.txt <==
The synthesis and PnR run went through. Logic depth of the worst path, buffers included landed at 9. Count of vias placed by the detailed router landed at between 5k and 6k. Number of vias per cell landed at ~4.8. Per the synth stats, the flop cell with the highest instance count is dfxtp_1. Listed in order, past its start point the critical path passes clkdlybuf4s50_1 -> nor3b_2 -> nor2_1 -> o21ai_0 -> o21a_1 -> nand2_1 -> nor2_1 -> inv_1 -> clkdlybuf4s50_1.

For this design, the slowest cell found on the critical path is clkdlybuf4s50_1. Per the power-grid run, VDD falls by no more than 109 µV. Combined global-route utilization of all metal layers landed at 0.142.

Iteration count of the initial detailed-routing pass landed at 5. The timing report notes that buffer and inverter cells on the critical path total 3. The area taken by sequential standard cells is reported as between 2000 and 3000 µm². The routed design shows a wire length per standard cell of ~14 µm. Internal power comes to 0.000961 W.

Per the run report, area growth between synthesis and finish was 23.4%. The launch point of the worst register-to-register path is recorded as current_state[0]$_SDFF_PP0_. During I/O placement, the number of pins put on the boundary was approximately 260. For this run, the register share of the synthesized area comes to 0.363.

Of the total power, the share spent switching nets is 0.249. Buffer depth of the longest clock path landed at 2. On the critical path the largest part of the delay comes from buffers and inverters. Clock-pin transition on the worst setup and hold timing paths landed at around 0.06 ns. Final antenna diode count landed at 0. Global-route track usage on met1 landed at 0.204.

Count of endpoints failing setup in the final report landed at 0. Total wire length landed at ~17 mm. STA classifies the critical path startpoint as an input pin.

For this run, global-route usage on met2 was measured as 0.228. Post-synthesis instance area landed at around 7100 µm². Setup repair after global routing left no endpoint under its margin. Number of DRC markers in iteration 0 landed at roughly 370. Number of global-route vias before repair landed at about 5.4k. Total global routing overflow landed at 0. The worst path meets setup with roughly 3.4 ns of slack. Buffers inserted to repair hold after CTS numbered 0. Number of instances on the worst hold path landed at 2.

The setup path with the least slack is of type in2out. Post-CTS repair ended up resizing 0 cells. Clock net sink count landed at between 100 and 150. Final RePlAce weighted congestion landed at between 0.8 and 0.9.

Per the GRT log, the top usage layer is met2. Maximum clock skew at final layout landed at about 0.0072 ns. The layout summary lists the proportion of cells stronger than drive strength 1 as 0.0707. Of the available clock period, the critical path in the final layout requires 0.658. Worst-path maximum fanout landed at 6. Buffers placed on the I/O ports in this run total between 100 and 150. The flow ran to the end, and the final reports show no timing, DRC or antenna violations.

Insertion delay of the later-clocked pin in the worst-skew pair landed at between 0.4 and 0.5 ns. Yosys chip area landed at a little over 7000 µm². The path class of the tightest hold or removal check is reg2reg. Setup slack after placement landed at between 3 and 4 ns. Final-report max-slew violation count landed at 0.

Number of filler instances in the final layout landed at roughly 2.3k. Yosys reported a register bit count of ~130. The share of total power dissipated in the clock network is 0.474. At the floorplan stage, the core utilization is reported as 0.309. Of the total power, registers draw 0.415. The post-route utilization of the core is recorded as 0.381. According to the floorplan report, the placeable core area is around 23,000 µm².

Cell count of the worst reg-to-reg path landed at 11. The power report attributes to the combinational group a share of 0.112. Per the placement report, the placed cell count is ~1.2k. Summed over all failing endpoints, the final setup total negative slack is 0 ns. Number of different library cells in the post-synthesis netlist landed at slightly below 80.

Number of synthesized flops with an enable pin landed at 0. Remaining design rule violation count landed at 0. In this run the horizontal extent of the chip is 155 µm. The initial antenna violation count came to 0. Number of warnings printed during yosys synthesis landed at 1.

Entering global routing, the biggest net connects ~56 pins. Remaining antenna violation count landed at 0. The die is around 160 µm tall. The startpoint identified for the worst hold timing path is lcd_data[2]$_SDFFE_PP0P_. Synthesized netlist cell count landed at 803. Required time of the worst setup path landed at 8.00 ns. Number of non-filler instances in the completed layout landed at approximately 1.2k.

Power density relative to cell area landed at ~150 nW/µm². Share of synthesized registers carrying an async set or reset landed at 0. Largest incremental delay on the critical path landed at 0.49 ns. Upper clock frequency limit landed at 152 MHz. Number of cell instances after yosys synthesis landed at roughly 800. The path with the worst hold slack has its endpoint at data_o[2]$_SDFF_PP0_.

Worst-case register-to-register setup slack landed at between 6 and 7 ns. Worst-margin pin slew landed at ~0.78 ns. Switching power landed at roughly 0.00032 W. Checking max transition, the worst relative margin is 0.481. Chip area landed at between 20,000 and 25,000 µm².

Final hold violation count landed at 0. Synthesized area per cell landed at between 8 and 9 µm². Static leakage landed at 3.30 nW. The first global-routing pass estimated approximately 27 mm of wire. Met3 global-route usage landed at 0.0343. In this run the post-CTS setup repair buffer count came out at 0. The worst setup path is captured at an output port. At the worst endpoint, the arrival time is about 4.6 ns. The endpoint identified for the worst register-to-register timing path is data_o[9]$_SDFF_PP0_.

For this run the detailed placement stage logged an HPWL of approximately 12 mm. TritonCTS built the clock tree. Number of warnings in the stage logs landed at roughly 120. Counting I/O delays and the setup requirement, the final critical path takes 6.58 ns.

The area taken by multi-input combinational cells is reported as 3890 µm². Number of placement rows landed at 55. The cell sitting at the root of the clock tree is a clkbuf_16. Number of levels in the clock H-tree landed at 4. The completed layout was analyzed and its total power is between 0.001 and 0.0015 W.

Number of max-cap violations landed at 0. Number of CTS-inserted buffers landed at 17.
==> how the worst max path moves through the flow <==
stage | from | to | slack (ns)
4_1_cts | busy | debug_next_state[2] | 3.48
5_1_grt | busy | debug_next_state[2] | 3.27
6_report | busy | debug_next_state[2] | 3.42
==> kinds of logic after synthesis <==
logic type	Yosys count	synth area share
flops	128	0.363
other cells	1	0.000531
fa+ha+maj	32	0.0567
mux	76	0.108
compound gates	143	0.147
simple gates	273	0.204
xor+xnor	6	0.00744
buf+inv	144	0.114
==> synthesized netlist by cell type, types with 3 or more instances <==
master    count  share of area
buf_1         5         0.0027
nor3_1       14         0.0099
inv_1        48          0.026
a211oi_1      4         0.0043
nand2_1      45          0.024
buf_4        58          0.062
clkbuf_1     15         0.0080
o22ai_1       8         0.0071
nor2_1       90          0.048
and3_1       12          0.011
a32o_1        8          0.011
ha_1         32          0.057
buf_6         4         0.0064
o21a_1        5         0.0053
a31o_2        3         0.0037
o21ai_1       5         0.0035
buf_2        10         0.0071
o21ai_0      13         0.0092
and2_1        4         0.0035
or4_1        20          0.021
nor4_1       11         0.0097
nand3_1      15          0.011
nor2b_1       4         0.0035
xnor2_1       4         0.0050
a31oi_1       8         0.0071
dfxtp_1     128           0.36
nand4_1      21          0.019
o31ai_1      21          0.022
a21oi_1      37          0.026
mux2i_1      76           0.11
nand2b_1     15          0.013
==> cell type report <==
cell class / instances / share of cell area
clock buffer: 18 / 0.0504
clock inverter: 13 / 0.0161
inverter: 51 / 0.0221
multi-input combinational: 584 / 0.447
sequential: 128 / 0.294
tap: 313 / 0.0449
timing repair buffer: 111 / 0.125
==> registers in the layout, summed over array words and instances, names as in the netlist, 5 cells and up <==
name / flops
draw_counter: 32
graph_size: 32
lcd_data: 32
data_o: 16
current_state: 5
==> metrics by stage <==
stage | cell area, µm² | hold WS, ns
CTS | 8710 | 0.463
global placement | 8140 | 0.448
global route | 8710 | 0.477
floorplan | 7260 | 0.435
finish | 8710 | 0.459
detailed placement | 8140 | 0.453
==> power groups by stage <==
stage	Combinational [W]	Sequential, W	Clock, W
final	0.000143	0.000531	0.000606
after global routing	0.000158	0.000533	0.000642
after CTS	0.000145	0.000531	0.000620
==> tightest hold or removal path, stage by stage, from the launching register on <==
cell	delay, ns
dfxtp_1	0.31
nand2_1	0.05
o22ai_1	0.05
==> layout by cell type, fill, tap and decap left out, drive strengths merged, types with 4 or more instances in the layout <==
master	synthesis	layout
o21ai	20	20
nor2b	4	4
a32o	8	8
nand4	22	22
mux2i	76	76
nand2b	15	15
nor3	16	16
dfxtp	128	128
o21a	5	5
a211oi	5	5
o31ai	21	21
conb	1	54
and3	12	12
buf	77	7
nand2	46	46
ha	32	32
a31oi	9	9
clkbuf	16	18
nor2	90	90
clkdlybuf4s50	0	104
o22ai	9	9
nand3	16	16
inv	49	50
and2	4	4
or4	20	20
clkinvlp	0	4
clkinv	2	8
xnor2	4	4
a21oi	38	38
nor4	13	13
==> per-layer routing <==
metal	share of wire	vias up	wire length, µm
met5	0	-	0
met4	0.0073	0	124
met3	0.060	10	1020
met2	0.46	153	7840
met1	0.47	2669	7910
li1	-	2965	-
Power figures rest on the tool's default switching activity, not on a simulated workload.
